`design/flow/config.mk`:
```
export PLATFORM = sky130hd
export DESIGN_NAME = SatCntFifo
export DESIGN_NICKNAME = SatCntFifo
export VERILOG_FILES = /design/flow/design.v
export SDC_FILE = /design/flow/constraint.sdc
export NUM_CORES = 4
export LEC_CHECK = 1
export CORE_UTILIZATION = 30
```
`design/flow/constraint.sdc`:
```
current_design SatCntFifo

set clk_period 3.2
set clk_io_pct 0.2

create_clock -name clk0 -period $clk_period [get_ports {i_clk}]

set non_clock_inputs [all_inputs -no_clocks]
set_input_delay [expr $clk_period * $clk_io_pct] -clock clk0 $non_clock_inputs
set_output_delay [expr $clk_period * $clk_io_pct] -clock clk0 [all_outputs]
```
`design/flow/design.v`:
```
package mms_macro;
endpackage
package risXv_macro;
endpackage
module sync_fifo #(
    parameter  DATA_WIDTH = 8,                      
    parameter  FIFO_DEPTH = 16,                     
    localparam ADDR_WIDTH = $clog2(FIFO_DEPTH)        
  )(
    input  logic                      i_clk,       
    input  logic                      i_rstn,      
    input  logic                      i_write,     
    input  logic                      i_read,      
    input  logic [DATA_WIDTH-1:0]     i_data,      
    output logic [DATA_WIDTH-1:0]     o_data,      
    output logic                      o_full,      
    output logic                      o_empty      
  );
    logic [DATA_WIDTH-1:0] mem [0:FIFO_DEPTH-1];
    logic [ADDR_WIDTH-1:0] r_ptr;
    logic [ADDR_WIDTH-1:0] w_ptr;
    logic [ADDR_WIDTH:0]   cnt;  
    assign o_empty = (cnt == 0);        
    assign o_full  = (cnt == FIFO_DEPTH);  
    assign o_data  = mem[r_ptr];         
    always_ff @(posedge i_clk or negedge i_rstn) begin
      if (!i_rstn) begin
      end
      else begin
        if (i_write && !o_full)
          mem[w_ptr] <= i_data;
      end
    end
    always_ff @(posedge i_clk or negedge i_rstn) begin
      if (!i_rstn)
        w_ptr <= '0;
      else begin
        if (i_write && !o_full)
          w_ptr <= w_ptr + 1;
      end
    end
    always_ff @(posedge i_clk or negedge i_rstn) begin
      if (!i_rstn)
        r_ptr <= '0;
      else begin
        if (i_read && !o_empty)
          r_ptr <= r_ptr + 1;
      end
    end
    always_ff @(posedge i_clk or negedge i_rstn) begin
      if (!i_rstn)
        cnt <= '0;
      else begin
        if ((i_write && !o_full) && !(i_read && !o_empty))
          cnt <= cnt + 1;
        else if (!(i_write && !o_full) && (i_read && !o_empty))
          cnt <= cnt - 1;
        else
          cnt <= cnt;
      end
    end
  endmodule
module SatCntFifo(
    input  logic        i_clk,
    input  logic        i_rstn,
    input  logic        i_SatCntFIFO_Read,
    input  logic        i_SatCntFIFO_Write,
    input  logic  [1:0] i_SatCntFIFO_WrCnt,
    output logic  [1:0] o_SatCntFIFO_RdCnt,
    output logic        o_SatCnt_Miss,
    output logic        o_SatCnt_Full
);
    parameter DATA_WIDTH = 2; 
    parameter FIFO_DEPTH = 8;
    sync_fifo #(
        .DATA_WIDTH(DATA_WIDTH),
        .FIFO_DEPTH(FIFO_DEPTH)
    )
    u_sync_fifo (
        .i_clk  (i_clk),
        .i_data (i_SatCntFIFO_WrCnt),  
        .i_read (i_SatCntFIFO_Read),  
        .i_rstn (i_rstn),  
        .i_write(i_SatCntFIFO_Write),  
        .o_data (o_SatCntFIFO_RdCnt),  
        .o_empty(o_SatCnt_Miss),  
        .o_full (o_SatCnt_Full)  
    );
endmodule
```
`design/flow/run.sh`:
```
#!/bin/bash
# OpenROAD 26Q1-2900-gdf79404cd8, Yosys 0.63+post, stock flow scripts
make -C /OpenROAD-flow-scripts/flow DESIGN_CONFIG=/design/flow/config.mk WORK_HOME=/design/flow/orfs finish
```
==> flow_metrics.env <==
# yosys + openroad results
export IMPL_clk_insertion_delay_late_ns=0.26
export IMPL_hold_class="reg2reg"
export IMPL_initial_core_util_pct=31.31
export IMPL_syn_inst=105
export IMPL_cts_max_path_buffers=2
export IMPL_grt_pass1_vias=862
export IMPL_power_density_nw_per_um2=880.1
export IMPL_place_ws_ns=0.3458
export IMPL_cp_end_kind="output port"
export IMPL_critPathLaunch="u_sync_fifo.r_ptr[0]"
export IMPL_synth_cell_types=34
export IMPL_finalHoldViolCount=0
export IMPL_path_class="reg2out"
export IMPL_layout_top_cell="edfxtp_1"
export IMPL_syn_cell_area_um2=1373
export IMPL_core_area_um2=4384
export IMPL_hp_start="u_sync_fifo.r_ptr[0]"
export IMPL_p_leak_uw=0.0006649
export IMPL_gp_congestion=0.7653
export IMPL_layout_drive_gt1_share_pct=9.402
export IMPL_wl_um=2113
export IMPL_cp_arrival_ns=2.27
export IMPL_clock_sinks=26
export IMPL_chipArea_um2=4850
export IMPL_slew_violations=0
export IMPL_vias_per_cell=5.195
export IMPL_fin_skew_ns=0.004382
export IMPL_synth_flops=26
export IMPL_critPathLaunchType="register"
export IMPL_setup_viol=0
export IMPL_drc_errors=0
export IMPL_grt_use_total_pct=9.750
export IMPL_globalRouteMet2Util_pct=15.75
export IMPL_postCtsSetupBuffers=0
export IMPL_warnings=33
export IMPL_yosysTopAreaCell="edfxtp_1"
export IMPL_cts_clk_slew_worst_paths_ns=0.09
export IMPL_diodes=0
export IMPL_cp_required_ns=2.56
export IMPL_drt_iter0_drc=77
export IMPL_grt_max_degree=16
export IMPL_first_pass_iters=4
export IMPL_detailed_place_hpwl_um=1649
export IMPL_fin_setup_tns_ns=0
export IMPL_ctsRootBufferMaster="clkbuf_8"
export IMPL_whs_ns=0.5386
export IMPL_synth_seq_share_pct=53.24
export IMPL_area_growth_pct=16.68
export IMPL_use_met3_pct=3.540
export IMPL_top_usage_layer="met2"
export IMPL_status="finished, final reports clean"
export IMPL_min_period_ns=2.911
export IMPL_grt_ovfl_total=0
export IMPL_fin_cells=169
export IMPL_fin_crit_sh_pct=90.95
export IMPL_yosysCellCount=105
export IMPL_cts_tree="built"
export IMPL_portBuffers=9
export IMPL_chipWidth_um=69.64
export IMPL_area_leaders="edfxtp_1 35%, dfrtp_1 18%, ha_1 14%"
export IMPL_final_cell_area_um2=1602
export IMPL_placed_cell_area_um2=1524
export IMPL_max_cap_viol_count=0
export IMPL_most_common_layout_cells="16 x edfxtp_1, 15 x ha_1, 10 x dfrtp_1"
export IMPL_synth_top_area_share_pct=35.00
export IMPL_layout_setup_ws_ns=0.2895
export IMPL_max_freq_mhz=343.6
export IMPL_r2r_start="u_sync_fifo.cnt[0]"
export IMPL_avgSynthCellArea_um2=13.07
export IMPL_cts_htree_levels=1
export IMPL_path_max_fanout=4
export IMPL_antenna_left=0
export IMPL_ir_drop_v=0.0003313
export IMPL_placed_cells=165
export IMPL_edf_count=16
export IMPL_fp_dieH_um=69.64
export IMPL_synth_chip_area_um2=1373
export IMPL_tightest_slew_ns=0.6567
export IMPL_antenna_found_initial=0
export IMPL_wl_per_cell_um=12.50
export IMPL_ys_warnings_count=2
export IMPL_cts_made_buffers=3
export IMPL_ff_type="edfxtp_1"
export IMPL_slew_limit_headroom_pct=55.74
export IMPL_grt_pass1_wl_um=3801
export IMPL_grt_use_met1_pct=13.47
export IMPL_via_count=878
export IMPL_rows=24
export IMPL_ios=10
export IMPL_synthArstFlopShare_pct=38.46
export IMPL_rsz0062_at_grt="no"
==> state kept, by name (all words and copies together), names as in the netlist <==
signal             cells
u_sync_fifo.w_ptr      3
u_sync_fifo.cnt        4
u_sync_fifo.mem       16
u_sync_fifo.r_ptr      3
==> worst paths after layout <==
check                                        endpoint  cells after the start  slack (ns)
max in group asynchronous          u_sync_fifo.cnt[3]                      1        2.17
min in group asynchronous          u_sync_fifo.cnt[0]                      1        0.70
worst min-delay path             u_sync_fifo.r_ptr[0]                      1        0.54
worst max-delay path            o_SatCntFIFO_RdCnt[0]                      6        0.29
worst max register to register     u_sync_fifo.cnt[3]                      7        0.33
worst min register to register   u_sync_fifo.r_ptr[0]                      1        0.54
==> critical path: stages, from the launching register on <==
cell and delay (ns):
dfrtp_1 0.43, ha_1 0.24, ha_1 0.22, nor4_2 0.35, a21oi_1 0.12, a2bb2oi_1 0.16
clkdlybuf4s50_1 0.48
==> report_power, final <==
group / leakage, µW / total [µW] / internal, µW / switching (µW)
Sequential: 0.000263 / 547 / 441 / 107
Clock: 0.0000357 / 261 / 167 / 94.2
Combinational: 0.000366 / 601 / 327 / 273
==> per-stage QoR <==
stage | power (µW) | utilization [%]
final | 1410 | 36.53
after global routing | 1540 | 36.53
after CTS | 1415 | 36.39
after detailed placement | 1148 | 34.76
after global placement | 1129 | 34.76
after floorplan | 954.3 | -
==> synth_stat cells, types with 2 or more instances <==
| master | count |
|---|---|
| o21ai_0 | 2 |
| and2_1 | 2 |
| a21oi_1 | 3 |
| o211ai_1 | 2 |
| dfrtp_1 | 10 |
| a21o_1 | 2 |
| nand3_1 | 4 |
| a221oi_1 | 2 |
| inv_1 | 9 |
| xnor2_1 | 4 |
| ha_1 | 15 |
| and3_1 | 6 |
| a222oi_1 | 2 |
| edfxtp_1 | 16 |
| nand2_1 | 5 |
| nor4_1 | 2 |
| mux2i_1 | 2 |
==> area by class of cell <==
| type | instances | area, µm² |
|---|---|---|
| Clock buffer | 3 | 41.29 |
| Clock inverter | 1 | 30.03 |
| Fill cell | 425 | 2783 |
| Inverter | 9 | 33.78 |
| Multi-Input combinational cell | 69 | 610.6 |
| Sequential cell | 26 | 730.7 |
| Tap cell | 52 | 65.06 |
| Timing Repair Buffer | 9 | 90.09 |
==> repair_timing <==
action / in CTS / in global routing
setup endpoints to repair: 0 / 1
resized: 0 / 1
hold buffers: 0 / 0
hold endpoints to repair: 0 / 0
==> routing by layer <==
layer | part of all wire, % | up-vias
li1 | - | 424
met4 | 1.3 | 0
met3 | 8.0 | 2
met1 | 43 | 415
met5 | 0 | -
met2 | 47 | 37
==> kinds of logic (layout without fill, tap and decap cells) <==
kind of cell / after synthesis / after routing / share of synthesized area [%]
xor gates and xnor gates: 4 / 4 / 2.552
adders and majority gates: 16 / 16 / 15.13
AOI/OAI and AO/OA: 18 / 18 / 10.57
muxes: 5 / 5 / 4.193
DFF: 26 / 26 / 53.24
and+or+nand+nor: 26 / 26 / 11.58
buffers and inverters: 10 / 22 / 2.734
Power is estimated from default activity; no workload was simulated.
