==> /design/flow/design.v <==
package mms_macro;
endpackage
package risXv_macro;
endpackage
import mms_pkg::*;
module plru_32(
        input logic rstn_i,clk_i,
        input logic [32 - 1 : 0] entry_valid_i,
        input logic [32 - 1 : 0] itlb_rd_hit_i,
        input logic itlb_hit_vld_i,
        input logic itlb_refill_rq_i, 
        input logic itlb_refill_vld_i,
        output logic [32 - 1 : 0] itlb_refill_onehot_o
    ); 
    struct packed {
        logic p0;
        logic [1:0] p1;
        logic [3:0] p2;
        logic [7:0] p3;
        logic [15:0] p4;
    } plru_q,plru_d_refill,plru_d_hit;
    logic [$clog2(32) - 1 : 0 ] write_index,hit_index_d,hit_index_q,refill_index,plru_index;
    logic hit_updt_en;
    logic wr_updt_en;
    assign wr_updt_en = itlb_refill_vld_i;
    always_comb  begin:init_refill_write_update
        unique casez(entry_valid_i)
            32'b???????????????????????????????0: write_index[4:0] = 5'b00000;
            32'b??????????????????????????????01: write_index[4:0] = 5'b00001;
            32'b?????????????????????????????011: write_index[4:0] = 5'b00010;
            32'b????????????????????????????0111: write_index[4:0] = 5'b00011;
            32'b???????????????????????????01111: write_index[4:0] = 5'b00100;
            32'b??????????????????????????011111: write_index[4:0] = 5'b00101;
            32'b?????????????????????????0111111: write_index[4:0] = 5'b00110;
            32'b????????????????????????01111111: write_index[4:0] = 5'b00111;
            32'b???????????????????????011111111: write_index[4:0] = 5'b01000;
            32'b??????????????????????0111111111: write_index[4:0] = 5'b01001;
            32'b?????????????????????01111111111: write_index[4:0] = 5'b01010;
            32'b????????????????????011111111111: write_index[4:0] = 5'b01011;
            32'b???????????????????0111111111111: write_index[4:0] = 5'b01100;
            32'b??????????????????01111111111111: write_index[4:0] = 5'b01101;
            32'b?????????????????011111111111111: write_index[4:0] = 5'b01110;
            32'b????????????????0111111111111111: write_index[4:0] = 5'b01111;
            32'b???????????????01111111111111111: write_index[4:0] = 5'b10000;
            32'b??????????????011111111111111111: write_index[4:0] = 5'b10001;
            32'b?????????????0111111111111111111: write_index[4:0] = 5'b10010;
            32'b????????????01111111111111111111: write_index[4:0] = 5'b10011;
            32'b???????????011111111111111111111: write_index[4:0] = 5'b10100;
            32'b??????????0111111111111111111111: write_index[4:0] = 5'b10101;
            32'b?????????01111111111111111111111: write_index[4:0] = 5'b10110;
            32'b????????011111111111111111111111: write_index[4:0] = 5'b10111;
            32'b???????0111111111111111111111111: write_index[4:0] = 5'b11000;
            32'b??????01111111111111111111111111: write_index[4:0] = 5'b11001;
            32'b?????011111111111111111111111111: write_index[4:0] = 5'b11010;
            32'b????0111111111111111111111111111: write_index[4:0] = 5'b11011;
            32'b???01111111111111111111111111111: write_index[4:0] = 5'b11100;
            32'b??011111111111111111111111111111: write_index[4:0] = 5'b11101;
            32'b?0111111111111111111111111111111: write_index[4:0] = 5'b11110;
            32'b01111111111111111111111111111111: write_index[4:0] = 5'b11111;
            32'b11111111111111111111111111111111: write_index[4:0] = plru_index[4:0];
            default:                              write_index[4:0] = 5'b0;
        endcase
    end
    always_ff @(posedge clk_i or negedge rstn_i) begin:refill_Index_Register
        if (!rstn_i) begin
            refill_index <= 'b0;
        end else if(itlb_refill_rq_i) begin
            refill_index <= write_index;
        end
    end;
    always_comb begin:refill_index2onehot
        unique case(refill_index[4:0])
            5'h00: itlb_refill_onehot_o[31:0] = 32'b00000000000000000000000000000001;
            5'h01: itlb_refill_onehot_o[31:0] = 32'b00000000000000000000000000000010;
            5'h02: itlb_refill_onehot_o[31:0] = 32'b00000000000000000000000000000100;
            5'h03: itlb_refill_onehot_o[31:0] = 32'b00000000000000000000000000001000;
            5'h04: itlb_refill_onehot_o[31:0] = 32'b00000000000000000000000000010000;
            5'h05: itlb_refill_onehot_o[31:0] = 32'b00000000000000000000000000100000;
            5'h06: itlb_refill_onehot_o[31:0] = 32'b00000000000000000000000001000000;
            5'h07: itlb_refill_onehot_o[31:0] = 32'b00000000000000000000000010000000;
            5'h08: itlb_refill_onehot_o[31:0] = 32'b00000000000000000000000100000000;
            5'h09: itlb_refill_onehot_o[31:0] = 32'b00000000000000000000001000000000;
            5'h0a: itlb_refill_onehot_o[31:0] = 32'b00000000000000000000010000000000;
            5'h0b: itlb_refill_onehot_o[31:0] = 32'b00000000000000000000100000000000;
            5'h0c: itlb_refill_onehot_o[31:0] = 32'b00000000000000000001000000000000;
            5'h0d: itlb_refill_onehot_o[31:0] = 32'b00000000000000000010000000000000;
            5'h0e: itlb_refill_onehot_o[31:0] = 32'b00000000000000000100000000000000;
            5'h0f: itlb_refill_onehot_o[31:0] = 32'b00000000000000001000000000000000;
            5'h10: itlb_refill_onehot_o[31:0] = 32'b00000000000000010000000000000000;
            5'h11: itlb_refill_onehot_o[31:0] = 32'b00000000000000100000000000000000;
            5'h12: itlb_refill_onehot_o[31:0] = 32'b00000000000001000000000000000000;
            5'h13: itlb_refill_onehot_o[31:0] = 32'b00000000000010000000000000000000;
            5'h14: itlb_refill_onehot_o[31:0] = 32'b00000000000100000000000000000000;
            5'h15: itlb_refill_onehot_o[31:0] = 32'b00000000001000000000000000000000;
            5'h16: itlb_refill_onehot_o[31:0] = 32'b00000000010000000000000000000000;
            5'h17: itlb_refill_onehot_o[31:0] = 32'b00000000100000000000000000000000;
            5'h18: itlb_refill_onehot_o[31:0] = 32'b00000001000000000000000000000000;
            5'h19: itlb_refill_onehot_o[31:0] = 32'b00000010000000000000000000000000;
            5'h1a: itlb_refill_onehot_o[31:0] = 32'b00000100000000000000000000000000;
            5'h1b: itlb_refill_onehot_o[31:0] = 32'b00001000000000000000000000000000;
            5'h1c: itlb_refill_onehot_o[31:0] = 32'b00010000000000000000000000000000;
            5'h1d: itlb_refill_onehot_o[31:0] = 32'b00100000000000000000000000000000;
            5'h1e: itlb_refill_onehot_o[31:0] = 32'b01000000000000000000000000000000;
            5'h1f: itlb_refill_onehot_o[31:0] = 32'b10000000000000000000000000000000;
        endcase
    end
    always_comb begin:hit_onehot2bin
        unique case(itlb_rd_hit_i)
            32'b00000000000000000000000000000001: hit_index_d[4:0] = 5'b00000;
            32'b00000000000000000000000000000010: hit_index_d[4:0] = 5'b00001;
            32'b00000000000000000000000000000100: hit_index_d[4:0] = 5'b00010;
            32'b00000000000000000000000000001000: hit_index_d[4:0] = 5'b00011;
            32'b00000000000000000000000000010000: hit_index_d[4:0] = 5'b00100;
            32'b00000000000000000000000000100000: hit_index_d[4:0] = 5'b00101;
            32'b00000000000000000000000001000000: hit_index_d[4:0] = 5'b00110;
            32'b00000000000000000000000010000000: hit_index_d[4:0] = 5'b00111;
            32'b00000000000000000000000100000000: hit_index_d[4:0] = 5'b01000;
            32'b00000000000000000000001000000000: hit_index_d[4:0] = 5'b01001;
            32'b00000000000000000000010000000000: hit_index_d[4:0] = 5'b01010;
            32'b00000000000000000000100000000000: hit_index_d[4:0] = 5'b01011;
            32'b00000000000000000001000000000000: hit_index_d[4:0] = 5'b01100;
            32'b00000000000000000010000000000000: hit_index_d[4:0] = 5'b01101;
            32'b00000000000000000100000000000000: hit_index_d[4:0] = 5'b01110;
            32'b00000000000000001000000000000000: hit_index_d[4:0] = 5'b01111;
            32'b00000000000000010000000000000000: hit_index_d[4:0] = 5'b10000;
            32'b00000000000000100000000000000000: hit_index_d[4:0] = 5'b10001;
            32'b00000000000001000000000000000000: hit_index_d[4:0] = 5'b10010;
            32'b00000000000010000000000000000000: hit_index_d[4:0] = 5'b10011;
            32'b00000000000100000000000000000000: hit_index_d[4:0] = 5'b10100;
            32'b00000000001000000000000000000000: hit_index_d[4:0] = 5'b10101;
            32'b00000000010000000000000000000000: hit_index_d[4:0] = 5'b10110;
            32'b00000000100000000000000000000000: hit_index_d[4:0] = 5'b10111;
            32'b00000001000000000000000000000000: hit_index_d[4:0] = 5'b11000;
            32'b00000010000000000000000000000000: hit_index_d[4:0] = 5'b11001;
            32'b00000100000000000000000000000000: hit_index_d[4:0] = 5'b11010;
            32'b00001000000000000000000000000000: hit_index_d[4:0] = 5'b11011;
            32'b00010000000000000000000000000000: hit_index_d[4:0] = 5'b11100;
            32'b00100000000000000000000000000000: hit_index_d[4:0] = 5'b11101;
            32'b01000000000000000000000000000000: hit_index_d[4:0] = 5'b11110;
            32'b10000000000000000000000000000000: hit_index_d[4:0] = 5'b11111;
            default                             : hit_index_d[4:0] = 5'b10000;
        endcase
    end
    always_ff @(posedge clk_i or negedge rstn_i) begin:hit_index_register
        if (!rstn_i) begin
            hit_index_q <= 'b0;
        end else if(itlb_hit_vld_i) begin
            hit_index_q <= hit_index_d;
        end
    end
always_comb begin
    for (int i = 0; i < $clog2(32); i++)
        for (int j = 0; j < 2**i; j++) begin
            if (i == 0) begin
                plru_d_refill.p0 = wr_updt_en  ? !refill_index[4] : plru_q.p0;
                plru_d_hit.p0    = hit_updt_en ? !hit_index_d[4]  : plru_q.p0;
            end
            else if (i == 1) begin
                plru_d_refill.p1[j] = (j == (refill_index >> (5-i))) && wr_updt_en ? 
                                      j*2 == (refill_index >> (4-i))              :
                                      plru_q.p1[j];
                plru_d_hit.p1[j]    = (j == (hit_index_d >> (5-i))) && hit_updt_en ? 
                                      j*2 == (hit_index_d >> (4-i))               :
                                      plru_q.p1[j];
            end
            else if (i == 2) begin
                plru_d_refill.p2[j] = (j == (refill_index >> (5-i))) && wr_updt_en ? 
                                      j*2 == (refill_index >> (4-i))              :
                                      plru_q.p2[j];
                plru_d_hit.p2[j]    = (j == (hit_index_d >> (5-i))) && hit_updt_en ? 
                                      j*2 == (hit_index_d >> (4-i))               :
                                      plru_q.p2[j];
            end
            else if (i == 3) begin
                plru_d_refill.p3[j] = (j == (refill_index >> (5-i))) && wr_updt_en ? 
                                      j*2 == (refill_index >> (4-i))              :
                                      plru_q.p3[j];
                plru_d_hit.p3[j]    = (j == (hit_index_d >> (5-i))) && hit_updt_en ? 
                                      j*2 == (hit_index_d >> (4-i))               :
                                      plru_q.p3[j];
            end
            else begin
                plru_d_refill.p4[j] = (j == (refill_index >> (5-i))) && wr_updt_en ? 
                                      j*2 == (refill_index >> (4-i))              :
                                      plru_q.p4[j];
                plru_d_hit.p4[j]    = (j == (hit_index_d >> (5-i))) && hit_updt_en ? 
                                      j*2 == (hit_index_d >> (4-i))               :
                                      plru_q.p4[j];
            end
        end
end
    assign hit_updt_en = (hit_index_d != hit_index_q) ;
    always_ff @(posedge clk_i or negedge rstn_i) begin:plru_register
        if (!rstn_i) begin
            plru_q <= 'b0;
        end else if(wr_updt_en) begin
            plru_q <= plru_d_refill;
        end else if(hit_updt_en)
            plru_q <= plru_d_hit;
    end
    always_comb begin
        plru_index[4] = plru_q.p0;
        plru_index[3] = plru_q.p0 ? plru_q.p1[1] : plru_q.p1[0];
        plru_index[2] = plru_q.p0
            ? (plru_q.p1[1] ? plru_q.p2[3] : plru_q.p2[2])
            : (plru_q.p1[0] ? plru_q.p2[1] : plru_q.p2[0]);
        plru_index[1] = plru_q.p0
            ? (plru_q.p1[1]
                ? (plru_q.p2[3] ? plru_q.p3[7] : plru_q.p3[6])
                : (plru_q.p2[2] ? plru_q.p3[5] : plru_q.p3[4]))
            : (plru_q.p1[0]
                ? (plru_q.p2[1] ? plru_q.p3[3] : plru_q.p3[2])
                : (plru_q.p2[0] ? plru_q.p3[1] : plru_q.p3[0]));
        plru_index[0] = plru_q.p0
            ? (plru_q.p1[1]
                ? (plru_q.p2[3]
                    ? (plru_q.p3[7] ? plru_q.p4[15] : plru_q.p4[14])
                    : (plru_q.p3[6] ? plru_q.p4[13] : plru_q.p4[12]))
                : (plru_q.p2[2]
                    ? (plru_q.p3[5] ? plru_q.p4[11] : plru_q.p4[10])
                    : (plru_q.p3[4] ? plru_q.p4[9] : plru_q.p4[8])))
            : (plru_q.p1[0]
                ? (plru_q.p2[1]
                    ? (plru_q.p3[3] ? plru_q.p4[7] : plru_q.p4[6])
                    : (plru_q.p3[2] ? plru_q.p4[5] : plru_q.p4[4]))
                : (plru_q.p2[0]
                    ? (plru_q.p3[1] ? plru_q.p4[3] : plru_q.p4[2])
                    : (plru_q.p3[0] ? plru_q.p4[1] : plru_q.p4[0])));
    end
endmodule
==> /design/flow/run.sh <==
#!/bin/bash
# OpenROAD 26Q1-2900-gdf79404cd8, Yosys 0.63+post, stock flow scripts
make -C /OpenROAD-flow-scripts/flow DESIGN_CONFIG=/design/flow/config.mk WORK_HOME=/design/flow/orfs finish
==> /design/flow/config.mk <==
export PLATFORM = sky130hd
export DESIGN_NAME = plru_32
export DESIGN_NICKNAME = plru_32
export VERILOG_FILES = /design/flow/design.v
export SDC_FILE = /design/flow/constraint.sdc
export NUM_CORES = 4
export LEC_CHECK = 1
export CORE_UTILIZATION = 40
==> /design/flow/constraint.sdc <==
current_design plru_32

set clk_period 3.3
set clk_io_pct 0.2

create_clock -name clk0 -period $clk_period [get_ports {clk_i}]

set non_clock_inputs [all_inputs -no_clocks]
set_input_delay [expr $clk_period * $clk_io_pct] -clock clk0 $non_clock_inputs
set_output_delay [expr $clk_period * $clk_io_pct] -clock clk0 [all_outputs]
==> impl_metrics.env <==
# source this file to load flow results
export IMPL_fin_area_um2=7230
export IMPL_insertion_delay_ns=0.30
export IMPL_routed_via_count=5476
export IMPL_pre_cts_ws_ns=-0.893
export IMPL_grt_start_max_net_pins=22
export IMPL_seq_area_frac_synth_pct=23.7
export IMPL_violations="negative setup slack"
export IMPL_syn_inst=593
export IMPL_critPathLaunchType="primary input"
export IMPL_drtIter0Drc=385
export IMPL_r2r_end="plru_q[11]"
export IMPL_ant_nets=0
export IMPL_report_final_hold_viol_count=0
export IMPL_drc=0
export IMPL_dp_hpwl_um=12500
export IMPL_r2r_slack_ns=1.00
export IMPL_min_path_type="primary input to asynchronous set/reset pin"
export IMPL_dr_pass1_iters=5
export IMPL_syn_area_per_cell_um2=7.31
export IMPL_synth_area_um2=4340
export IMPL_fmax_ghz=0.283
export IMPL_period_minus_slack_ns=3.53
export IMPL_cp_end_kind="flip-flop"
export IMPL_globalRouteTotalUtil_pct=30.2
export IMPL_syn_to_final_growth_pct=66.7
export IMPL_clock_root_buffer="clkbuf_8"
export IMPL_cts_htree_levels=2
export IMPL_reg2reg_from="refill_index[1]"
export IMPL_grt_ovfl_total=0
export IMPL_core_area_um2=10400
export IMPL_routed_wl_um=16200
export IMPL_gp_congestion=0.964
export IMPL_die_h_um=106
export IMPL_async_flop_share_pct=100
export IMPL_crit_path_start="itlb_rd_hit_i[29]"
export IMPL_synth_flop_count=41
export IMPL_worstPathRequired_ns=3.49
export IMPL_tool_warnings=28
export IMPL_cts_reportedPaths_clkPinSlew_ns=0.08
export IMPL_status="complete, but fails checks"
export IMPL_drive_above_1_share_pct=33.6
export IMPL_tritoncts="yes"
export IMPL_yosys_warnings=2
export IMPL_dieArea_um2=11300
export IMPL_setup_ws_ns=-0.233
export IMPL_top_cell_area_share_pct=23.7
export IMPL_num_io_pins=101
export IMPL_post_synth_main_area_contributors="dfrtp_1 (24%), nor2_1 (8.2%), nand2_1 (6.1%)"
export IMPL_num_fill_cells=823
export IMPL_grt_pass1_wl_um=26500
export IMPL_io_buffers=100
export IMPL_yosys_top_cells_count="nor2_1 (95), nand2_1 (70), o21ai_0 (44)"
export IMPL_wl_per_cell_um=16.6
export IMPL_critical_path_class="primary input to flip-flop"
export IMPL_edf_count=0
export IMPL_max_vdd_ir_drop_mv=0.234
export IMPL_antennaDiodeCount=0
export IMPL_post_dp_cell_area_um2=6520
export IMPL_fp_utilization_pct=41.6
export IMPL_die_x_um=106
export IMPL_yosysUniqueCellTypes=76
export IMPL_rsz0062_at_grt="true"
export IMPL_via_per_inst=5.61
export IMPL_min_period_over_period_pct=107
export IMPL_drv_cap=0
export IMPL_synthMostInstantiatedCell="nor2_1"
export IMPL_clockBufferDepth=2
export IMPL_ys_flop_type="dfrtp_1"
export IMPL_p_leak_nw=3.01
export IMPL_grt_pass1_vias=5281
export IMPL_cp_data_arrival_time_ns=3.72
export IMPL_synth_top_cell_by_area="dfrtp_1"
export IMPL_ys_cells=593
export IMPL_p_per_area_nw_per_um2=205
export IMPL_cts_buffers_inserted=5
export IMPL_clock_skew_final_ns=0.00459
export IMPL_cts_sinks=41
export IMPL_grt_antenna_before_repair=0
export IMPL_rows=37
export IMPL_max_slew_worst_pin_slew_ns=0.602
export IMPL_setup_viol=31
export IMPL_relSlewSlack_pct=59.9
export IMPL_worstRegToRegCells=7
export IMPL_drv_slew=0
export IMPL_cp_max_fo=4
export IMPL_yosysChipArea_um2=4340
timing repair:
item	in CTS	in global routing
setup endpoints to repair	31	31
gates resized	125	42
hold buffers	0	0
pin swaps	27	32
gates cloned	1	0
buffers inserted	19	9
cells in the final DEF (no fill, tap or decap), types with 6 or more instances in the layout:
master | netlist | final
a211oi_1 | 18 | 13
a21oi_1 | 19 | 17
a31oi_1 | 11 | 10
buf_4 | 0 | 153
buf_6 | 2 | 16
clkdlybuf4s50_1 | 0 | 67
dfrtp_1 | 41 | 41
dlygate4sd2_1 | 0 | 20
inv_1 | 19 | 19
mux2_2 | 13 | 7
mux2_4 | 1 | 9
mux2i_1 | 11 | 11
nand2_1 | 70 | 70
nand3_1 | 19 | 19
nand4_1 | 11 | 11
nor2_1 | 95 | 91
nor2b_1 | 6 | 6
nor3_1 | 22 | 19
nor4_1 | 15 | 7
nor4_2 | 3 | 8
o211ai_1 | 12 | 12
o21ai_0 | 44 | 31
o21ai_1 | 1 | 12
or3_1 | 8 | 6
or4_1 | 9 | 6
xor2_1 | 13 | 12
layer usage:
| metal | track usage, % | vias up | share of wire (%) |
|---|---|---|---|
| li1 | - | 2714 | - |
| met1 | 48.7 | 2535 | 50 |
| met2 | 41.9 | 211 | 40 |
| met3 | 7.69 | 16 | 9.4 |
| met4 | 4.46 | 0 | 1.2 |
| met5 | 0 | - | 0 |
cells by family (layout without fill, tap and decap cells):
| kind of cell | after synthesis | after routing | synth area share (%) |
|---|---|---|---|
| AOI/OAI and AO/OA | 167 | 167 | 27.1 |
| muxes | 27 | 27 | 6.78 |
| and+or+nand+nor | 289 | 289 | 33.3 |
| xor gates and xnor gates | 20 | 20 | 4.47 |
| buffers and inverters | 49 | 296 | 4.67 |
| DFF | 41 | 41 | 23.7 |
worst max-delay path, stage by stage:
cell      delay [ns]
buf_6           0.09
or4_4           0.55
or4_1           0.51
or3_4           0.35
o211a_4         0.27
and3b_4         0.19
o22a_4          0.25
a31o_4          0.27
a211oi_4        0.25
mux2_4          0.32
final cells by class:
class | instances | area [um2] | area share [%]
Multi-Input combinational cell | 503 | 3610 | 49.9
Timing Repair Buffer | 268 | 2260 | 31.3
Sequential cell | 41 | 1030 | 14.2
Tap cell | 136 | 170 | 2.35
Inverter | 20 | 75.1 | 1.04
Clock buffer | 5 | 68.8 | 0.952
Clock inverter | 3 | 17.5 | 0.242
registers in the layout, indices dropped and copies added (netlist names):
signal	cells
refill_index	5
plru_q	31
hit_index_q	5
per-stage QoR:
stage                     std cells  hold slack [ns]  setup TNS (ns)  util (%)  power [mW]
final                           976            0.310           -4.70      69.4        1.48
after global routing            976            0.343           -8.16      69.4        1.57
after CTS                       968            0.321           -5.33      67.4        1.46
after detailed placement        940            0.491          -24.88      62.6        1.11
after global placement          940            0.489          -23.23      62.6        1.11
after floorplan                 593            0.364           -5.76         -       0.833
where the power goes:
| group | switching [mW] | leakage, nW | internal [mW] |
|---|---|---|---|
| Combinational | 0.279 | 2.44 | 0.279 |
| Clock | 0.183 | 0.0439 | 0.146 |
| Sequential | 0.0549 | 0.529 | 0.540 |
| Total | 0.516 | 3.01 | 0.966 |
worst max-delay path by stage:
stage,to,slack (ns),cells after the start
CTS,plru_q[10],-0.28,11
global route,plru_q[22],-0.33,11
finish,plru_q[7],-0.23,10
Power figures rest on the tool's default switching activity, not on a simulated workload.
